==> flow/design.v <==
module fd1(clk_in ,reset, clk_out) ;
    input clk_in,reset ;
    output reg clk_out ;
    reg [31:0] count ;
    always@(posedge clk_in)
    begin
        if(!reset)
            begin
                count<=32'd 0 ;
                clk_out <= 1'b 0;
            end
        else
            begin
                if(count==32'd 2500)
                    begin
                        count <= 0;
                        clk_out <= ~clk_out;
                    end
                else
                    begin
                        count = count+1 ;
                    end
            end
    end
endmodule
module top(clock , reset  , keypadCol , keypadRow, dot_row , dot_col) ;
	input clock , reset ; 
	input [3:0] keypadCol ;	
	output reg [3:0] keypadRow ;
	output reg [7:0] dot_row ; 
	output reg [7:0] dot_col ;
	reg [3:0] keypadBuf ; 
	reg [31:0] keypadDelay ; 
	wire clk_out ;
	wire clk_div ;
	reg [2:0] row_count ;
	fd1 m1 (clock , reset , clk_div ) ;
	always@(posedge clock)
	begin
		if(!reset)
		begin
			keypadRow <= 4'b 1110 ;
			keypadBuf <= 4'b 0000 ;
			keypadDelay <= 31'd 0 ;
		end
		else
		begin
			if(keypadDelay == 32'd 25000)
			begin
				keypadDelay <= 31'd 0 ;
				case({keypadRow, keypadCol})
					8'b1110_1110 : keypadBuf <= 4'h7;
					8'b1110_1101 : keypadBuf <= 4'h4;
					8'b1110_1011 : keypadBuf <= 4'h1;
					8'b1110_0111 : keypadBuf <= 4'h0;
					8'b1101_1110 : keypadBuf <= 4'h8;
					8'b1101_1101 : keypadBuf <= 4'h5;
					8'b1101_1011 : keypadBuf <= 4'h2;
					8'b1101_0111 : keypadBuf <= 4'ha;
					8'b1011_1110 : keypadBuf <= 4'h9;
					8'b1011_1101 : keypadBuf <= 4'h6;
					8'b1011_1011 : keypadBuf <= 4'h3;
					8'b1011_0111 : keypadBuf <= 4'hb;
					8'b0111_1110 : keypadBuf <= 4'hc;
					8'b0111_1101 : keypadBuf <= 4'hd;
					8'b0111_1011 : keypadBuf <= 4'he;
					8'b0111_0111 : keypadBuf <= 4'hf;
					default : keypadBuf <= keypadBuf;
				endcase
				case(keypadRow)	
					4'b1110 : keypadRow <= 4'b1101;
					4'b1101 : keypadRow <= 4'b1011;
					4'b1011 : keypadRow <= 4'b0111;
					4'b0111 : keypadRow <= 4'b1110;
					default : keypadRow <= 4'b1110;
				endcase				
			end
		else
			keypadDelay <= keypadDelay + 1'b 1 ;
		end
	end
    always@(posedge clk_div , negedge reset)
    begin
    if(~reset)
        begin
            dot_row <= 8'b 0 ;
            dot_col <= 8'b 0 ;
            row_count <= 0 ;
        end
    else
        begin
            row_count <= row_count + 1 ;
            case(row_count)
            3'd 0 : dot_row <= 8'b 01111111 ; 
            3'd 1 : dot_row <= 8'b 10111111 ; 
            3'd 2 : dot_row <= 8'b 11011111 ; 
            3'd 3 : dot_row <= 8'b 11101111 ; 
            3'd 4 : dot_row <= 8'b 11110111 ; 
            3'd 5 : dot_row <= 8'b 11111011 ; 
            3'd 6 : dot_row <= 8'b 11111101 ; 
            3'd 7 : dot_row <= 8'b 11111110 ; 
            endcase
		    case(keypadBuf)
		    4'h 0:
		    begin
				case(row_count) 
                3'd 0 : dot_col <= 8'b 00000000 ; 
                3'd 1 : dot_col <= 8'b 00000000 ; 
                3'd 2 : dot_col <= 8'b 00000000 ; 
                3'd 3 : dot_col <= 8'b 00000000 ; 
                3'd 4 : dot_col <= 8'b 00000000 ; 
                3'd 5 : dot_col <= 8'b 00000000 ; 
                3'd 6 : dot_col <= 8'b 11000000 ; 
                3'd 7 : dot_col <= 8'b 11000000 ;
				endcase
		    end
		    4'h 1 :
		    begin
				case(row_count) 
                3'd 0 : dot_col <= 8'b 00000000 ; 
                3'd 1 : dot_col <= 8'b 00000000 ; 
                3'd 2 : dot_col <= 8'b 00000000 ; 
                3'd 3 : dot_col <= 8'b 00000000 ; 
                3'd 4 : dot_col <= 8'b 00000000 ; 
                3'd 5 : dot_col <= 8'b 00000000 ; 
                3'd 6 : dot_col <= 8'b 00110000 ; 
                3'd 7 : dot_col <= 8'b 00110000 ;
				endcase
		    end
		    4'h2:
		    begin
				case(row_count) 
                3'd 0 : dot_col <= 8'b 00000000 ; 
                3'd 1 : dot_col <= 8'b 00000000 ; 
                3'd 2 : dot_col <= 8'b 00000000 ; 
                3'd 3 : dot_col <= 8'b 00000000 ; 
                3'd 4 : dot_col <= 8'b 00110000 ; 
                3'd 5 : dot_col <= 8'b 00110000 ; 
                3'd 6 : dot_col <= 8'b 00000000 ; 
                3'd 7 : dot_col <= 8'b 00000000 ;
				endcase
		    end
		    4'h 3 :
		    begin
				case(row_count) 
                3'd 0 : dot_col <= 8'b 00000000 ; 
                3'd 1 : dot_col <= 8'b 00000000 ; 
                3'd 2 : dot_col <= 8'b 00110000 ; 
                3'd 3 : dot_col <= 8'b 00110000 ; 
                3'd 4 : dot_col <= 8'b 00000000 ; 
                3'd 5 : dot_col <= 8'b 00000000 ; 
                3'd 6 : dot_col <= 8'b 00000000 ; 
                3'd 7 : dot_col <= 8'b 00000000 ;
				endcase
		    end
		    4'h 4 :
		    begin
				case(row_count) 
                3'd 0 : dot_col <= 8'b 00000000 ; 
                3'd 1 : dot_col <= 8'b 00000000 ; 
                3'd 2 : dot_col <= 8'b 00000000 ; 
                3'd 3 : dot_col <= 8'b 00000000 ; 
                3'd 4 : dot_col <= 8'b 00000000 ; 
                3'd 5 : dot_col <= 8'b 00000000 ; 
                3'd 6 : dot_col <= 8'b 00001100 ; 
                3'd 7 : dot_col <= 8'b 00001100 ;
				endcase
		    end
		    4'h 5 :
		    begin
				case(row_count) 
                3'd 0 : dot_col <= 8'b 00000000 ; 
                3'd 1 : dot_col <= 8'b 00000000 ; 
                3'd 2 : dot_col <= 8'b 00000000 ; 
                3'd 3 : dot_col <= 8'b 00000000 ; 
                3'd 4 : dot_col <= 8'b 00001100 ; 
                3'd 5 : dot_col <= 8'b 00001100 ; 
                3'd 6 : dot_col <= 8'b 00000000 ; 
                3'd 7 : dot_col <= 8'b 00000000 ;
				endcase
		    end
		    4'h 6 :
		    begin
				case(row_count) 
                3'd 0 : dot_col <= 8'b 00000000 ; 
                3'd 1 : dot_col <= 8'b 00000000 ; 
                3'd 2 : dot_col <= 8'b 00001100 ; 
                3'd 3 : dot_col <= 8'b 00001100 ; 
                3'd 4 : dot_col <= 8'b 00000000 ; 
                3'd 5 : dot_col <= 8'b 00000000 ; 
                3'd 6 : dot_col <= 8'b 00000000 ; 
                3'd 7 : dot_col <= 8'b 00000000 ;
				endcase
		    end
		    4'h 7 :
		    begin
				case(row_count) 
                3'd 0 : dot_col <= 8'b 00000000 ; 
                3'd 1 : dot_col <= 8'b 00000000 ; 
                3'd 2 : dot_col <= 8'b 00000000 ; 
                3'd 3 : dot_col <= 8'b 00000000 ; 
                3'd 4 : dot_col <= 8'b 00000000 ; 
                3'd 5 : dot_col <= 8'b 00000000 ; 
                3'd 6 : dot_col <= 8'b 00000011 ; 
                3'd 7 : dot_col <= 8'b 00000011 ;
				endcase
		    end
		    4'h 8 :
		    begin
				case(row_count) 
                3'd 0 : dot_col <= 8'b 00000000 ; 
                3'd 1 : dot_col <= 8'b 00000000 ; 
                3'd 2 : dot_col <= 8'b 00000000 ; 
                3'd 3 : dot_col <= 8'b 00000000 ; 
                3'd 4 : dot_col <= 8'b 00000011 ; 
                3'd 5 : dot_col <= 8'b 00000011 ; 
                3'd 6 : dot_col <= 8'b 00000000 ; 
                3'd 7 : dot_col <= 8'b 00000000 ;
				endcase
		    end
		    4'h 9 :
		    begin
				case(row_count) 
                3'd 0 : dot_col <= 8'b 00000000 ; 
                3'd 1 : dot_col <= 8'b 00000000 ; 
                3'd 2 : dot_col <= 8'b 00000011 ; 
                3'd 3 : dot_col <= 8'b 00000011 ; 
                3'd 4 : dot_col <= 8'b 00000000 ; 
                3'd 5 : dot_col <= 8'b 00000000 ; 
                3'd 6 : dot_col <= 8'b 00000000 ; 
                3'd 7 : dot_col <= 8'b 00000000 ;
				endcase
		    end
		    4'h a :
		    begin
				case(row_count) 
                3'd 0 : dot_col <= 8'b 00000000 ; 
                3'd 1 : dot_col <= 8'b 00000000 ; 
                3'd 2 : dot_col <= 8'b 00000000 ; 
                3'd 3 : dot_col <= 8'b 00000000 ; 
                3'd 4 : dot_col <= 8'b 11000000 ; 
                3'd 5 : dot_col <= 8'b 11000000 ; 
                3'd 6 : dot_col <= 8'b 00000000 ; 
                3'd 7 : dot_col <= 8'b 00000000 ;
				endcase
		    end
		    4'h b :
		    begin
				case(row_count) 
                3'd 0 : dot_col <= 8'b 00000000 ; 
                3'd 1 : dot_col <= 8'b 00000000 ; 
                3'd 2 : dot_col <= 8'b 11000000 ; 
                3'd 3 : dot_col <= 8'b 11000000 ; 
                3'd 4 : dot_col <= 8'b 00000000 ; 
                3'd 5 : dot_col <= 8'b 00000000 ; 
                3'd 6 : dot_col <= 8'b 00000000 ; 
                3'd 7 : dot_col <= 8'b 00000000 ;
				endcase
		    end
		    4'h c :
		    begin
				case(row_count) 
                3'd 0 : dot_col <= 8'b 00000011 ; 
                3'd 1 : dot_col <= 8'b 00000011 ; 
                3'd 2 : dot_col <= 8'b 00000000 ; 
                3'd 3 : dot_col <= 8'b 00000000 ; 
                3'd 4 : dot_col <= 8'b 00000000 ; 
                3'd 5 : dot_col <= 8'b 00000000 ; 
                3'd 6 : dot_col <= 8'b 00000000 ; 
                3'd 7 : dot_col <= 8'b 00000000 ;
				endcase
		    end
		    4'h d :
		    begin
				case(row_count) 
                3'd 0 : dot_col <= 8'b 00001100 ; 
                3'd 1 : dot_col <= 8'b 00001100 ; 
                3'd 2 : dot_col <= 8'b 00000000 ; 
                3'd 3 : dot_col <= 8'b 00000000 ; 
                3'd 4 : dot_col <= 8'b 00000000 ; 
                3'd 5 : dot_col <= 8'b 00000000 ; 
                3'd 6 : dot_col <= 8'b 00000000 ; 
                3'd 7 : dot_col <= 8'b 00000000 ;
				endcase
		    end
		    4'h e :
		    begin
				case(row_count) 
                3'd 0 : dot_col <= 8'b 00110000 ; 
                3'd 1 : dot_col <= 8'b 00110000 ; 
                3'd 2 : dot_col <= 8'b 00000000 ; 
                3'd 3 : dot_col <= 8'b 00000000 ; 
                3'd 4 : dot_col <= 8'b 00000000 ; 
                3'd 5 : dot_col <= 8'b 00000000 ; 
                3'd 6 : dot_col <= 8'b 00000000 ; 
                3'd 7 : dot_col <= 8'b 00000000 ;
				endcase
		    end
		    4'h f :
		    begin
				case(row_count) 
                3'd 0 : dot_col <= 8'b 11000000 ; 
                3'd 1 : dot_col <= 8'b 11000000 ; 
                3'd 2 : dot_col <= 8'b 00000000 ; 
                3'd 3 : dot_col <= 8'b 00000000 ; 
                3'd 4 : dot_col <= 8'b 00000000 ; 
                3'd 5 : dot_col <= 8'b 00000000 ; 
                3'd 6 : dot_col <= 8'b 00000000 ; 
                3'd 7 : dot_col <= 8'b 00000000 ;
				endcase
		    end
		  endcase
        end
    end 
endmodule
==> flow/run.sh <==
#!/bin/bash
# OpenROAD 26Q1-2900-gdf79404cd8, Yosys 0.63+post, stock flow scripts
make -C /OpenROAD-flow-scripts/flow DESIGN_CONFIG=/design/flow/config.mk WORK_HOME=/design/flow/orfs finish
==> flow/config.mk <==
export PLATFORM = sky130hd
export DESIGN_NAME = top
export DESIGN_NICKNAME = top
export VERILOG_FILES = /design/flow/design.v
export SDC_FILE = /design/flow/constraint.sdc
export NUM_CORES = 4
export LEC_CHECK = 1
export CORE_UTILIZATION = 50
==> flow/constraint.sdc <==
current_design top

set clk_period 6.2
set clk_io_pct 0.2

create_clock -name clk0 -period $clk_period [get_ports {clock}]

set non_clock_inputs [all_inputs -no_clocks]
set_input_delay [expr $clk_period * $clk_io_pct] -clock clk0 $non_clock_inputs
set_output_delay [expr $clk_period * $clk_io_pct] -clock clk0 [all_outputs]
==> run summary <==
static leakage -> 1.59 nW
worst slew pin tran -> 651 ps
via count -> 3684
Yosys top cell by area -> dfxtp_1
first-pass GRT wire length -> 15600 um
Setup Buffers After CTS -> 0
Crit path buffers/inverters -> 2
core box area -> 8760 sq um
fraction of layout cells with a size suffix above 1 -> 5.63%
average size of a mapped cell -> 9.16 sq um
vias in the first global route -> 3257
CTS tree -> done
register pins left without a clock -> 15
Total Routed Length -> 9070 um
DRT antenna net count -> 0
AO/OA Area Share -> 13.1%
Fillers -> 784
cell count after synthesis -> 498
DRC viols -> 0
post-DP HPWL -> 6300 um
iteration tally of the first detailed-router pass -> 4
root buffer cell -> clkbuf_8
number of synthesized flops with an enable pin -> 0
Slew Limit Headroom -> 56.5%
Main logic family -> simple AND/OR/NAND/NOR gates
tool warnings -> 32
# Cells Yosys -> 498
pre-CTS WS -> 3280 ps
CTS resizes -> 0
diode count -> 0
MUX area fraction -> 1.48%
Pre-Place Util -> 52.1%
initial antenna violation count -> 0
iteration-0 DRC count of the detailed router -> 133
CTS buffer count -> 9
largest net degree at the start of global routing -> 36
Syn. warnings -> 2
final hold violations -> 0
Yosys chip area -> 4560 sq um
worst setup margin -> 3590 ps
Slowest cell on crit path -> clkdlybuf4s50_1
fin crit period -> 2610 ps
worst reg2reg setup slack -> 3830 ps
worst path cell trace -> clkdlybuf4s50_1 -> nand4b_1 -> o211a_1 -> o41ai_2 -> buf_4 -> o22ai_1
drt via density -> 5.91
crit-path max FO -> 15
largest stage delay on the critical path -> 550 ps
Yosys top cell by instances -> dfxtp_1
Startpoint Class -> primary input
Max clock buf depth -> 2
Final GP Congestion -> 0.811
final period utilization -> 42.1%
final setup fails -> 0
# hold bufs at CTS -> 0
synth unique cells -> 45
Hold Path Class -> flip-flop to flip-flop
RSZ-0062 raised after global routing -> no
Cell Area, Synth -> 4560 sq um
Setup CP Type -> primary input to flip-flop
total grt overflow -> 0
Worst Path Required -> 6410 ps
register share after synthesis -> 45.1%
DR WL/cell -> 14.6 um
Dominant flop cell -> dfxtp_1
Adder Area Share -> 2.47%
setup TNS -> 0 ps
asr flop ratio synth -> 15.2%
Post-synth regs -> 99
Max Fclk -> 383 MHz
VDD IR max -> 0.0000897 V
IO Pins -> 26
Port Buf Inserts -> 25
Max Slew Vio Count -> 0
Clk pin slew, worst setup/hold paths -> 80 ps
Die Span Y -> 97.5 um
critical path's top delay family -> buffers and inverters
Basic Gates by Area -> 27.1%
die area -> 9510 sq um
die width -> 97.5 um
top cells by count -> dfxtp_1 (84), a21oi_1 (34), nor2_1 (32)
Crit. End Element -> flip-flop
Layout area overhead -> 10.6%
# Max-Cap Violations -> 0
XOR-XNOR Cells, Area Fraction -> 5.57%
largest cells by area after synthesis -> dfxtp_1 (37%), dfrtp_1 (8.2%), or4_1 (4.9%)
Reg area -> 2060 sq um
htree depth -> 3
status -> completed
footprint of the multi-input gates -> 2280 sq um
Worst EP arrival -> 2820 ps
endpoints left unconstrained -> 31
PD cells -> 186 nW/um^2
Setup Skew -> 13.9 ps
Late-Pin Clk Latency -> 350 ps
Dominant cell area share -> 36.9%
Row Count -> 34
all-layer global routing usage -> 20.2%
[cell usage in the layout, fill, tap and decap left out, types with 4 or more instances in the layout]
master and instances:
nand2_1 22, o21ai_0 10, clkdlybuf4s50_1 25, dfxtp_1 84, a21oi_1 34, o31ai_1 24, or3_1 9, xnor2_1 9
nand4b_1 4, nand3_1 23, and4_1 14, ha_1 9, or4_1 30, inv_1 30, nor4_1 14, nor2_1 32
dfrtp_1 15, o22ai_1 15, nand2b_1 4, buf_4 4, clkbuf_8 11, xor2_1 20, nand4_1 31
[sequential cells by signal, indices dropped and copies added (netlist names)]
name / count
keypadRow: 4
keypadBuf: 15
m1.clk_out: 1
dot_row: 8
keypadDelay: 32
m1.count: 32
row_count: 3
dot_col: 4
[layer usage]
metal / wire, um / global-route usage [%] / vias to the layer above / share of wire (%)
met2: 4290 / 31.7 / 42 / 47
met4: 107 / 2.15 / 0 / 1.2
met3: 210 / 1.90 / 10 / 2.3
met1: 4460 / 32.8 / 1731 / 49
li1: - / - / 1901 / -
met5: 0 / 0 / - / 0
[worst reg2reg max path: cells and delay by family, from the launching register on]
family	cells	cell delay, ps
AOI/OAI and AO/OA	1	140
DFF	1	440
and+or+nand+nor	3	1720
[cell type report]
| type | count | share of cell area, % |
|---|---|---|
| Timing Repair Buffer | 29 | 5.55 |
| Clock buffer | 11 | 3.00 |
| Multi-Input combinational cell | 341 | 45.1 |
| Sequential cell | 99 | 40.7 |
| Tap cell | 108 | 2.68 |
| Inverter | 30 | 2.23 |
| Clock inverter | 5 | 0.719 |
[cells by family (layout without fill, tap and decap cells)]
kind of cell | after synthesis | after routing
xor+xnor | 29 | 29
flops | 99 | 99
buf+inv | 58 | 75
mux | 3 | 3
simple gates | 204 | 204
fa+ha+maj | 9 | 9
compound gates | 96 | 96
[path summary, 6_finish.rpt]
kind	start	to	cells past startpoint
worst max-delay path	keypadCol[2]	keypadBuf[8]	6
worst min-delay path	keypadDelay[0]	keypadDelay[0]	1
worst max register to register	keypadDelay[2]	keypadDelay[24]	4
worst min register to register	keypadDelay[0]	keypadDelay[0]	1
[through the flow]
stage               hold slack [ps]  instances  power (mW)  util [%]  cell area (sq um)
floorplan                       425        498       0.579         -               4560
global placement                441        607       0.593      55.5               4860
detailed placement              446        607       0.593      55.5               4860
CTS                             467        623       0.956      57.6               5050
global route                    484        623       0.985      57.6               5050
finish                          458        623       0.941      57.6               5050
[power by group]
| part | total (mW) | internal [mW] | switching (mW) | leakage [nW] |
|---|---|---|---|---|
| sequential | 0.546 | 0.542 | 0.00377 | 0.847 |
| combinational | 0.0342 | 0.0125 | 0.0217 | 0.655 |
| clock | 0.361 | 0.167 | 0.194 | 0.0876 |
Power figures rest on the tool's default switching activity, not on a simulated workload.
