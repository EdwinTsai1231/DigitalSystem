==> flow/run.sh <==
#!/bin/bash
# OpenROAD 26Q1-2900-gdf79404cd8, Yosys 0.63+post, stock flow scripts
make -C /OpenROAD-flow-scripts/flow DESIGN_CONFIG=/design/flow/config.mk WORK_HOME=/design/flow/orfs finish
==> flow/config.mk <==
export PLATFORM = sky130hd
export DESIGN_NAME = MooreMachine
export DESIGN_NICKNAME = MooreMachine
export VERILOG_FILES = /design/flow/design.v
export SDC_FILE = /design/flow/constraint.sdc
export NUM_CORES = 4
export LEC_CHECK = 1
export CORE_UTILIZATION = 30
==> flow/constraint.sdc <==
current_design MooreMachine

set clk_period 4.8
set clk_io_pct 0.2

create_clock -name clk0 -period $clk_period [get_ports {clock}]

set non_clock_inputs [all_inputs -no_clocks]
set_input_delay [expr $clk_period * $clk_io_pct] -clock clk0 $non_clock_inputs
set_output_delay [expr $clk_period * $clk_io_pct] -clock clk0 [all_outputs]
==> flow/design.v <==
module clk_div(clk_in ,reset, clk_out) ;
    input clk_in,reset ;
    output reg clk_out ;
    reg [31:0] count ;
    always@(posedge clk_in)
    begin
        if(!reset)
            begin
                count<=32'd 0 ;
                clk_out <= 1'b 0;
            end
        else
            begin
                if(count==32'd 25000000)
                    begin
                        count <= 0;
                        clk_out <= ~clk_out;
                    end
                else
                    begin
                        count = count+1 ;
                    end
            end
    end
endmodule
module ssd(in,out);
    input [2:0] in ;
    output reg  [6:0] out ;
    always@(in)
    begin
        case(in)
        4'h 0 : out = 7'b 1000000;
        4'h 1 : out = 7'b 1111001;
        4'h 2 : out = 7'b 0100100;     
        4'h 3 : out = 7'b 0110000;     
        4'h 4 : out = 7'b 0011001;     
        4'h 5 : out = 7'b 0010010;      
        4'h 6 : out = 7'b 0000010;     
        4'h 7 : out = 7'b 1111000;     
        endcase
    end
endmodule
module MooreMachine (clock , reset , In, out) ;
    input clock , reset , In ;
    output [6:0] out ;
    wire div_clk ;
    parameter [2:0] ST0 = 3'd 0 ,
                    ST1 = 3'd 1 ,
                    ST2 = 3'd 2 ,
                    ST3 = 3'd 3 ,
                    ST4 = 3'd 4 ,
                    ST5 = 3'd 5 ;
    reg [2:0] CurrentState , NextState , temp  ;
    clk_div c1 (.clk_in(clock),.reset(reset),.clk_out(div_clk)) ;
    always@(posedge div_clk , negedge reset)  
    begin
        if(!reset)
            CurrentState <= ST0 ;
        else
            CurrentState<=NextState ;
    end 
    always@(CurrentState or NextState or In)  
    begin
        case(CurrentState)
            ST0:begin
                if(!In)
                    NextState = ST1 ;
                else
                    NextState = ST3 ; 
            end
            ST1:begin
                if(!In)
                    NextState = ST2 ;
                else
                    NextState = ST5 ; 
            end
            ST2:begin
                if(!In)
                    NextState = ST3 ;
                else
                    NextState = ST0 ; 
            end
            ST3:begin
                if(!In)
                    NextState = ST4 ;
                else
                    NextState = ST1 ; 
            end
            ST4:begin
                if(!In)
                    NextState = ST5 ;
                else
                    NextState = ST2 ; 
            end
            ST5:begin
                if(!In)
                    NextState = ST0 ;
                else
                    NextState = ST4 ; 
            end
        endcase
    end
    always@(CurrentState)  
    begin
        case(CurrentState)
            ST0: temp = ST0 ; 
            ST1: temp = ST1 ; 
            ST2: temp = ST2 ; 
            ST3: temp = ST3 ; 
            ST4: temp = ST4 ; 
            ST5: temp = ST5 ; 
        endcase
    end 
    ssd s1 (.in(temp),.out(out)) ;
endmodule
==> Changelog: implementation <==
## Implementation

* Minimum clock period at 2.15 ns
* Clk_skew at 0.0112 ns
* Fp util at 0.313
* WHS Path Cells at 1
* Avg Inst Size Synth at approximately 8.6 um^2
* Min-Delay Path Class: reg -> reg
* Critical Path AT at 2.36 ns
* GPL Wtd Cong at 0.782
* Yosys cell types at 37
* I/O Buffers at 9
* Worst-path cell chain: and4_1, nand4_1, or4_1, a21oi_1
* Ys Warns at 3
* Reg-to-Reg Start: c1.count[4]
* Endpoints left unconstrained at 16
* CP bufs+invs at 0
* Clock buffer depth at 2
* Final instance area at 2230 um^2
* Total number of vias at ~1700
* HPWL after detailed placement at between 2000 and 2500 um
* Total GRT Usage at 0.113
* ANT nets after route at 0
* CP max stage delay at 0.63 ns
* Final period utilization at 0.449
* Worst relative slew slack at 0.622
* Final setup viols at 0
* Post-CTS Setup Inserts at 0
* Clk slew on worst S/H paths at approximately 0.060 ns
* CP Max Fanout at 12
* Global-route wire length before repair at 6640 um
* CTS root buf: clkbuf_8
* Number of global-route vias before repair at 1481
* Total CTS buffers at 5
* Count of library flops with an enable pin at 0
* Drt via density at 5.30
* Num rows at 29
* Hold slack at 0.479 ns
* Die H at 83.6 um
* Cell type with the largest total area: dfxtp_1
* Max Freq at 464 MHz
* Area Growth Syn to Fin at 11.6%
* Top cells by count: dfxtp_1, a21oi_1, nor2_1
* Gr ovfl total at 0
* Post-cts sizing count at 0
* WS Path Type: reg -> reg
* Crit path DRT at 5.01 ns
* Tally of OpenROAD warnings at 30
* Core area at between 6000 and 7000 um^2
* R2R setup slack at roughly 2.6 ns
* Initial antenna violation count at 0
* Number of synthesized register bits at 42
* Placed inst area at 2150 um^2
* Status: finished clean
* Max Cap Violations at 0
* Register pins left without a clock at 9
* Slew Limit Fails at 0
* Detailed Routing Iterations Pass 1 at 4
* DRC viols at 0
* Startpoint Class: register
* Worst R2R End: c1.count[27]
* Width of the die at 83.6 um
* Instance tally after logic synthesis at around 230
* Area share, top type at 0.330
* Hold path start: c1.count[0]
* Post-synth area from yosys stat at 2000 um^2
* Final TNS setup at 0 ns
* Share of cells above drive strength 1 at 0.0546
* Largest delay share family, worst path: simple AND/OR/NAND/NOR gates
* # fillers at 654
* Worst-margin pin slew at 0.565 ns
* Fin. Hold Viols at 0
* DRT iter0 DRCs at 69
* Worst vdd ir at 0.126 mV
* Dominant cells by area after synthesis: dfxtp_1, a21oi_1, dlxtn_1, ha_1, xor2_1
* Maximum number of pins on one net before global-route repair at 32
* IO Pins at 10
* Mapped Area at between 1500 and 2000 um^2
* Slowest-stage cell, CP: or4_1
* Leak at 0.000747 uW
* Wirelength, routed at around 3700 um
* Endpoint, Worst Hold: c1.count[0]
* Ant diodes at 0
* CTS hold repair buffers at 0
* Ys async rst share at 0.0714
* Yosys Instances at 232
* CTS tree: yes
* CP Capture Type: register
* Die area at 6990 um^2
* Top-count cell post-synth: dfxtp_1
* PD cells at about 230 nW/um^2
* Worst r2r path cells at 4
* H-tree depth at 2
* RSZ-0062 raised after global routing: false
* Ys flop type: dfxtp_1
* Worst-Skew Late Latency at 0.29 ns
* Routed len/inst at 11.8 um
state kept, by name, indices dropped and copies added (netlist names):
| name | count |
|---|---|
| temp | 3 |
| CurrentState | 3 |
| c1.clk_out | 1 |
| c1.count | 32 |
| NextState | 3 |
stage by stage:
stage                     utilization  power [uW]  setup WS (ns)  std cells
after floorplan                     -         294           2.97        232
after global placement          0.336         300           2.54        308
after detailed placement        0.336         300           2.52        308
after CTS                       0.350         514           2.64        315
after global routing            0.350         530           2.43        315
final                           0.350         505           2.65        315
cell type report:
class                           count  area (um^2)  area share
Clock buffer                        7         86.3      0.0387
Sequential cell                    42          826       0.370
Tap cell                           77         96.3      0.0432
Multi-Input combinational cell    171         1100       0.491
Timing Repair Buffer               10         97.6      0.0437
Inverter                            8         30.0      0.0135
power breakdown:
part | leakage (uW) | total, uW | switching (uW) | internal [uW]
clock network | 0.0000443 | 212 | 98.2 | 114
registers | 0.000350 | 278 | 2.28 | 276
logic | 0.000352 | 15.1 | 8.91 | 6.18
total | 0.000747 | 505 | 109 | 396
cell families (layout without fill, tap and decap cells):
kind of cell             Yosys count  in the layout  share of synthesized area
multiplexers                       3              3                     0.0156
AND-OR/OR-AND                     44             44                      0.132
flip-flops                        36             36                      0.368
XOR/XNOR                          13             13                     0.0569
latches                            6              6                     0.0451
buffers and inverters             19             25                     0.0388
adder cells (fa/ha/maj)            7              7                     0.0438
AND/OR/NAND/NOR                  104            104                      0.300
layout by cell type (no fill, tap or decap), types with 3 or more instances in the layout:
cell              n
and2_1            3
a21oi_1          18
nand3_1          14
or3_1             7
dlxtn_1           6
o21ai_0          11
nor2_1           18
or4_1            10
dfrtp_1           3
inv_1             8
clkbuf_8          6
xor2_1           10
nand4_1          13
nor4_1            4
dfxtp_1          33
nand2_1          12
ha_1              7
nor2b_1           6
and4_1            7
o31ai_1           9
clkdlybuf4s50_1   9
xnor2_1           3
how the worst max path moves through the flow:
stage	start	end	slack [ns]	cells past startpoint
CTS	c1.count[0]	c1.count[30]	2.64	5
finish	c1.count[4]	c1.count[27]	2.65	4
global route	c1.count[0]	c1.count[30]	2.43	5
metal layers:
| layer | part of all wire | up-vias | global-route usage |
|---|---|---|---|
| met4 | 0.015 | 0 | 0.0185 |
| li1 | - | 865 | - |
| met3 | 0.041 | 8 | 0.0201 |
| met2 | 0.43 | 29 | 0.176 |
| met1 | 0.51 | 767 | 0.172 |
| met5 | 0 | - | 0 |
Power figures rest on the tool's default switching activity, not on a simulated workload.
