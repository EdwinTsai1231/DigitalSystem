$ cat flow/config.mk
export PLATFORM = sky130hd
export DESIGN_NAME = DotMatrixDisplay
export DESIGN_NICKNAME = DotMatrixDisplay
export VERILOG_FILES = /design/flow/design.v
export SDC_FILE = /design/flow/constraint.sdc
export NUM_CORES = 4
export LEC_CHECK = 1
export CORE_UTILIZATION = 50
$ cat flow/constraint.sdc
current_design DotMatrixDisplay

set clk_period 6.4
set clk_io_pct 0.2

create_clock -name clk0 -period $clk_period [get_ports {clock}]

set non_clock_inputs [all_inputs -no_clocks]
set_input_delay [expr $clk_period * $clk_io_pct] -clock clk0 $non_clock_inputs
set_output_delay [expr $clk_period * $clk_io_pct] -clock clk0 [all_outputs]
$ cat flow/design.v
module fd(clk_in ,reset, clk_out) ;
    input clk_in,reset ;
    output reg clk_out ;
    reg [31:0] count ;
    always@(posedge clk_in)
    begin
        if(!reset)
            begin
                count<=32'd 0 ;
                clk_out <= 1'b 0;
            end
        else
            begin
                if(count==32'd 2500)
                    begin
                        count <= 0;
                        clk_out <= ~clk_out;
                    end
                else
                    begin
                        count = count+1 ;
                    end
            end
    end
endmodule
module DotMatrixDisplay (clock , reset , dot_row , dot_col);
    input clock , reset ;
    output reg [7:0] dot_row , dot_col ;
    wire clk_div ;
    reg[2:0] row_count ;
    reg cc ;
    reg[10:0] ccth ;
    fd f1( .clk_in(clock) , .reset(reset) , .clk_out(clk_div)) ;
    always@(posedge clk_div , negedge reset)
    begin
    if(~reset)
        begin
        dot_row <= 8'b 0 ;
        dot_col <= 8'b 0 ;
        row_count <= 0 ;
        end
    else
        begin
            if(ccth == 11'd 2000 )
                begin
                    ccth <= 1;
                    cc <= ~cc;
                end
            else
                begin
                    ccth <= ccth + 1 ;
                end
            row_count <= row_count + 1 ;
            case(row_count)
            3'd 0 : dot_row <= 8'b 01111111 ;
            3'd 1 : dot_row <= 8'b 10111111 ;
            3'd 2 : dot_row <= 8'b 11011111 ;
            3'd 3 : dot_row <= 8'b 11101111 ;
            3'd 4 : dot_row <= 8'b 11110111 ;
            3'd 5 : dot_row <= 8'b 11111011 ;
            3'd 6 : dot_row <= 8'b 11111101 ;
            3'd 7 : dot_row <= 8'b 11111110 ;
            endcase
        if(cc==0)
            begin
                case(row_count)
                3'd 0 : dot_col <= 8'b 00111000 ;
                3'd 1 : dot_col <= 8'b 00101000 ;
                3'd 2 : dot_col <= 8'b 00111000 ;
                3'd 3 : dot_col <= 8'b 00111000 ;
                3'd 4 : dot_col <= 8'b 01010100 ;
                3'd 5 : dot_col <= 8'b 10010010 ;
                3'd 6 : dot_col <= 8'b 00101000 ;
                3'd 7 : dot_col <= 8'b 01000100 ;
                endcase
            end
        else
            begin
                case(row_count)
                3'd 0 : dot_col <= 8'b 00011100 ;
                3'd 1 : dot_col <= 8'b 01010101 ;
                3'd 2 : dot_col <= 8'b 00111110 ;
                3'd 3 : dot_col <= 8'b 00011100 ;
                3'd 4 : dot_col <= 8'b 00001000 ;
                3'd 5 : dot_col <= 8'b 00001000 ;
                3'd 6 : dot_col <= 8'b 00010100 ;
                3'd 7 : dot_col <= 8'b 00100010 ;
                endcase
            end
        end
    end
endmodule 
$ cat flow/run.sh
#!/bin/bash
# OpenROAD 26Q1-2900-gdf79404cd8, Yosys 0.63+post, stock flow scripts
make -C /OpenROAD-flow-scripts/flow DESIGN_CONFIG=/design/flow/config.mk WORK_HOME=/design/flow/orfs finish
==> impl_metrics.tcl <==
# place-and-route summary
set metrics [dict create \
    post_cts_buffers 0 \
    untimed_endpoints 59 \
    ys_sh_xor_pct 6.182 \
    fin_skew_ps 3.188 \
    crit_path_start "reset" \
    h-tree-depth 2 \
    largest_area_cell "dfxtp_1" \
    path_cells "clkdlybuf4s50_1 > buf_4 > o21ai_2 > buf_4 > a21oi_1" \
    fin_cells 391 \
    ys_cells 303 \
    rsz0062_at_grt "no" \
    drc_errors 0 \
    cts_buffers 5 \
    r2r-start "f1.count[3]$_SDFF_PP0_" \
    crit-reg2reg-capture "f1.count[28]$_SDFF_PP0_" \
    fa_ha_area_share_pct 4.205 \
    die_h_um 79.14 \
    hold_violations 0 \
    start_kind "input port" \
    topCellsByArea "dfxtp_1 22%, dfrtp_1 16%, edfxtp_1 12%" \
    setup_viol 0 \
    power_leakage_nw 1.153 \
    ant_nets 0 \
    yosysMostFrequentCell "dfxtp_1" \
    gp_congestion 0.8005 \
    wl_per_cell_um 12.52 \
    crit_arrival_ps 2610 \
    cts_hold_buffers 0 \
    die_area_um2 6263 \
    grt-ovfl-total 0 \
    regToRegSetupSlack_ps 4270 \
    path_delay_family "buffers and inverters" \
    slew_violations 0 \
    dp_cells 383 \
    cp_max_fo 35 \
    unclocked_regs 31 \
    path_depth 5 \
    critPathKind "in2reg" \
    area_growth_pct 11.27 \
    io_pins 18 \
    seq_area_frac_synth_pct 50.29 \
    async_flop_share_pct 29.69 \
    cts_root_buf "clkbuf_8" \
    grt_pass1_wl_mm 8.838 \
    rows 27 \
    pre_cts_ws_ps 3682 \
    syn_avg_cell_area_um2 9.820 \
    core_area_um2 5608 \
    top_logic_kind "simple AND/OR/NAND/NOR gates" \
    cpMaxStageDelayCell "clkdlybuf4s50_1" \
    finalWirelength_mm 4.896 \
    via_count 2106 \
    worstMarginPinSlew_ps 499.0 \
    p_per_area_nw_per_um2 119.6 \
    status "complete, no violations" \
    antenna_found_initial 0 \
    yosysChipArea_um2 2975 \
    n_antenna_cell 0 \
    portBuffers 17 \
    cts_resized 0 \
    synth.distinct_cells 38 \
    grtUsageTotal_pct 18.06 \
    num-fill-cells 520 \
    grt_max_degree 36 \
    ys.flop_type "dfxtp_1" \
    slew_headroom_pct 66.66 \
    utilization_pct 59.04 \
    cts_tree "yes" \
    fin_ws_ps 4001 \
    top_cells_by_count "33 x dfxtp_1, 24 x nor2_1, 21 x nand2_1" \
    crit_path_end_kind "register" \
    tns_ps 0 \
    critPathMaxStageDelay_ps 460 \
    cp-endpoint "f1.count[14]$_SDFF_PP0_" \
    clkLatencyLatePin_ps 280 \
    synth.cellmix.simpleShare_pct 25.82 \
    aoi_share_pct 8.915 \
    crit_required_ps 6610 \
    fmax_ghz 0.4169 \
    synth_flops 64 \
    min_path_type "reg2reg" \
    finalHoldWorstSlack_ps 467.7 \
    grt_pass1_vias 1922 \
    warnings 33 \
    clockBufferDepth 2 \
    dpl.hpwl_mm 3.304 \
    layout_min_cycle_time_ps 2399 \
    netlist_area_um2 2975 \
    crit_buf_inv 3 \
    ir_drop_v 0.0001574 \
    top_area_share_pct 22.20 \
    enable_flop_cells 12 \
    drv_cap 0 \
    mux_area_share_pct 1.051 \
    r2r_cells 4 \
    detail_route.iter0.violations 55 \
    initCoreUtil_pct 53.06 \
    drive_above_1_share_pct 6.583 \
    clk_pin_slew_ps 70 \
    yosys_warnings 2 \
    dieWidth_um 79.14 \
    synthCells 303 \
    crit_top_cell "buf_4" \
    firstDrtPassIters 4 \
    finalCritPeriodShare_pct 37.48 \
    via_per_inst 5.386 \
]
cell families (layout without fill, tap and decap cells):
| logic type | count (synthesis) | in the layout |
|---|---|---|
| simple gates | 133 | 133 |
| xor+xnor | 21 | 21 |
| fa+ha+maj | 10 | 10 |
| buf+inv | 26 | 42 |
| mux | 3 | 3 |
| flops | 64 | 64 |
| compound gates | 46 | 46 |
metrics by stage:
step	area, um2	power [mW]
2_1_floorplan	2975	0.2209
3_3_place_gp	3209	0.2281
4_1_cts	3311	0.4012
6_report	3311	0.3961
5_1_grt	3311	0.4130
3_5_place_dp	3209	0.2283
metal layers:
metal | global-route usage [%] | part of all wire [%] | wire length [um] | vias up
li1 | - | - | - | 1111
met1 | 29.13 | 52 | 2539 | 964
met2 | 27.76 | 45 | 2180 | 25
met3 | 2.450 | 2.3 | 111 | 6
met4 | 2.909 | 1.3 | 64 | 0
met5 | 0 | 0 | 0 | -
worst register-to-register path, delay by kind of cell (launching register included):
family,cells,cell delay [ps]
AOI/OAI and AO/OA,1,150
DFF,1,480
and+or+nand+nor,3,1450
layout make-up:
| class | instances | area, um2 | share of cell area, % |
|---|---|---|---|
| Tap cell | 72 | 90.09 | 2.721 |
| Clock inverter | 1 | 5.005 | 0.1512 |
| Timing Repair Buffer | 20 | 192.7 | 5.820 |
| Sequential cell | 64 | 1496 | 45.20 |
| Clock buffer | 7 | 96.34 | 2.910 |
| Inverter | 14 | 52.55 | 1.587 |
| Multi-Input combinational cell | 213 | 1378 | 41.61 |
cell usage in the layout, fill, tap and decap left out, types with 5 or more instances in the layout:
cell,synthesis,final
nor2_1,24,24
o31ai_1,10,10
and3_1,5,5
nand2_1,21,21
xnor2_1,13,13
clkbuf_8,0,7
clkdlybuf4s50_1,0,17
nand4_1,11,11
ha_1,10,10
or3_1,8,8
nand2b_1,5,5
or4_1,10,10
edfxtp_1,12,12
nor4_1,7,7
dfrtp_1,19,19
o21ai_0,13,12
inv_1,14,14
a21oi_1,20,20
nor3_1,6,6
xor2_1,8,8
dfxtp_1,33,33
nand3_1,10,10
power breakdown:
group          internal (mW)  total (mW)  switching (mW)
registers              0.208       0.210         0.00183
clock network         0.0972       0.173          0.0756
logic                0.00409      0.0138         0.00969
total                  0.309       0.396          0.0871
worst min-delay path by stage:
stage         cells past startpoint                     end                    from
CTS                               1  f1.count[0]$_SDFF_PP0_  f1.count[0]$_SDFF_PP0_
global route                      1  f1.count[0]$_SDFF_PP0_  f1.count[0]$_SDFF_PP0_
finish                            1  f1.count[0]$_SDFF_PP0_  f1.count[0]$_SDFF_PP0_
state kept, by name, indices dropped and copies added (netlist names):
register / flops
cc: 1
ccth: 11
dot_col: 8
dot_row: 8
f1.clk_out: 1
f1.count: 32
row_count: 3
Power figures rest on the tool's default switching activity, not on a simulated workload.
